$ cat /design/flow/config.mk
export PLATFORM = sky130hd
export DESIGN_NAME = slave
export DESIGN_NICKNAME = slave
export VERILOG_FILES = /design/flow/design.v
export SDC_FILE = /design/flow/constraint.sdc
export NUM_CORES = 4
export LEC_CHECK = 1
export CORE_AREA = 10 10 111 111
export DIE_AREA = 0 0 121 121
export SYNTH_HDL_FRONTEND = slang
$ cat /design/flow/constraint.sdc
current_design slave

set clk_period 3.2
set clk_io_pct 0.2

create_clock -name clk0 -period $clk_period [get_ports {sclk}]

set non_clock_inputs [all_inputs -no_clocks]
set_input_delay [expr $clk_period * $clk_io_pct] -clock clk0 $non_clock_inputs
set_output_delay [expr $clk_period * $clk_io_pct] -clock clk0 [all_outputs]
$ cat /design/flow/design.v
class transaction;
  rand bit [7:0]data;
  rand bit rd_wr;
  bit mosi;
  bit miso;
endclass
class generator;
  mailbox gen2driv;
  mailbox gen2scb;
  int repeat_count;
  transaction trans;
  event ended;
  bit d=1;
  function new(mailbox gen2driv, mailbox gen2scb);
    this.gen2driv = gen2driv;
    this.gen2scb = gen2scb;
  endfunction
  task main;
    repeat(repeat_count) begin
      trans = new();
      assert(trans.randomize());
      $display("rd_wr = %0b Data = %0h", trans.rd_wr, trans.data);
      gen2driv.put(trans);
      gen2scb.put(trans);
    end
    ->ended;
  endtask
endclass
class driver;
  transaction trans;
  mailbox gen2driv;
  virtual intf vif;
  bit [7:0]data_gen;
  bit c = 3'b111;
  int d;
  function new(mailbox gen2driv, virtual intf vif);
    this.vif = vif;
    this.gen2driv = gen2driv;
    this.cg = new();
  endfunction
  covergroup cg @(posedge vif.sclk);
        MISO :coverpoint trans.miso;
        MOSI :coverpoint trans.mosi;
    	RD_WR:coverpoint trans.rd_wr;
      endgroup: cg
  task reset;
    $display("Reset started");
    vif.DRIVER.driver_cb.mosi <= 1'b1;
    vif.DRIVER.driver_cb.ssel <= 1'b0;
    $display("Reset Ended");
  endtask
  task write;
    vif.DRIVER.driver_cb.mosi <= 1;
    foreach (data_gen[i]) begin
      trans.mosi = data_gen[i];
      @(posedge vif.sclk);
      vif.DRIVER.driver_cb.mosi <= trans.mosi;
    end
  endtask
  task read;
    vif.DRIVER.driver_cb.mosi <= 0;
    repeat (8) begin @(posedge vif.sclk);
      trans.miso = vif.DRIVER.driver_cb.miso;
    end
  endtask
  task main;
    forever begin
      gen2driv.get(trans);
      data_gen = trans.data;
      @(posedge vif.sclk);
      vif.DRIVER.driver_cb.rd_wr <= trans.rd_wr;      
      if(trans.rd_wr) begin
         write;
      end
      else begin
         read;
      end
      d++;
    end
  endtask
endclass 
class monitor;
  transaction trans;
  virtual intf vif;
  mailbox mon2scb;
  bit [8:0]mem;
  bit [3:0]c;
  function new(virtual intf vif, mailbox mon2scb);
  	this.vif = vif;
    this.mon2scb = mon2scb;
  endfunction
  task main;
    trans = new;
     trans.rd_wr = vif.MONITOR.monitor_cb.rd_wr;
    forever begin
      wait(vif.MONITOR.monitor_cb.rd_wr == 0);
      @(posedge vif.sclk);
      trans.miso = vif.MONITOR.monitor_cb.miso;
      mon2scb.put(trans);
    end
  endtask
endclass
 class scoreboard;
  mailbox mon2scb;
  mailbox gen2scb;
  transaction trans, tr;
  int flag;
   bit [8:0]mem1, mem2, mem3;
   bit [3:0]c, d;
   int count = 1;
   bit [7:0]write_mem[$];
   function new(mailbox mon2scb, mailbox gen2scb);
    this.mon2scb = mon2scb;
    this.gen2scb = gen2scb;
  endfunction
  task main;
    fork
      forever begin
        mon2scb.get(trans);
        if(trans.rd_wr == 0) begin
          mem1[c] = trans.miso;
          c++;
          if(c == 9)begin            
            mem3 = write_mem.pop_front();
            if(mem1[8:1] == mem3)
              $display("Data read = %0h", mem3);
             else
              $error("Actual data = %0h Data got = %0h", mem3, mem1[8:1]);
            c = 0;
          end
        end
      end
      forever begin
        gen2scb.get(tr);
        if(tr.rd_wr) begin
          mem2 = tr.data;
          count = 1;
        end
        else begin
          if(count == 1)begin
            write_mem.push_back(mem2);
          end
          else begin
            write_mem.push_back(0);
          end
          count++;
        end
      end
     join_any
  endtask
endclass
class environment;
  generator gen;
  driver driv;
  scoreboard scb;
  mailbox gen2driv;
  mailbox gen2scb;
  mailbox mon2scb;
  monitor mon;
  virtual intf vif;
  function new(virtual intf vif);
    gen2driv = new();
    mon2scb = new();
    gen2scb = new();
    this.vif = vif;
    gen = new(gen2driv, gen2scb);
    driv = new(gen2driv, vif);
    mon = new(vif, mon2scb);
    scb = new(mon2scb, gen2scb);
  endfunction 
  task pre_test;
    driv.reset;
  endtask
  task test;
    fork
    	gen.main;
    	driv.main;
    	mon.main;
        scb.main;
    join_any
  endtask
  task post_test;
    wait(gen.ended.triggered);
    wait(gen.repeat_count == driv.d);
  endtask
  task run;
    pre_test;
    test;
    post_test;
    $finish;
  endtask
endclass
interface intf(input logic sclk);
  logic mosi;
  logic miso;
  logic ssel;
  logic rd_wr;
  clocking driver_cb @(posedge sclk);
    default input #1 output #1;
    input miso;
    output mosi;
    output ssel;
    output rd_wr;
  endclocking
  clocking monitor_cb @(posedge sclk);
    default input #1 output #1;
    input miso;
    input mosi;
    input ssel;
    input rd_wr;
  endclocking
  modport DRIVER(clocking driver_cb, input sclk);
  modport MONITOR(clocking monitor_cb, input sclk);
endinterface
module slave(output reg miso,
             input mosi,
             input sclk,
             input rd_wr,
             input ssel
            );
  parameter idle = 2'b00;
  parameter receive = 2'b01;
  parameter send = 2'b10;
  reg [7:0]r1=0;
  reg [1:0]state = 2'b00;
  reg [3:0] c1 = 4'b0111 , c2 = 4'b0000;
  always @(posedge sclk) begin
    if(ssel == 1'b0) begin
      case (state)
        idle:
          begin
            if(rd_wr)
                state = receive; 
            else 
              state = send;
          end
        receive: 
          begin
          	r1[c1] = mosi;
          	c1 = c1 - 1;
            if(c1 == 4'b1111) begin
        		c1 = 4'b0111;
          		state = idle;
        	end
          end
        send:
          begin
            miso = r1[c2];
            r1[c2] = 1'b0;
            c2 = c2 + 1;
            if(c2 == 4'b1000) begin
            	c2 = 4'b0000;
                state = idle; 
            end
          end
        default:
          state = idle;
      endcase
    end
  end
endmodule
$ cat /design/flow/run.sh
#!/bin/bash
# OpenROAD 26Q1-2900-gdf79404cd8, Yosys 0.63+post, stock flow scripts
make -C /OpenROAD-flow-scripts/flow DESIGN_CONFIG=/design/flow/config.mk WORK_HOME=/design/flow/orfs finish
==> flow_summary.toml <==
# synthesis and place-and-route metrics
[timing]
rsz0062_at_grt = "false"
finalSetupTns_ns = 0
setup_viol = 0
timing.final.max_slew_violations = 0
slew_headroom = 0.754
worst_pin_slew_ns = 0.368
fin_ws_ns = 1.23
fmax_mhz = 507
fin_skew_ns = 0.00578
post-route-period-util = 0.617
final.min_clock_period_ns = 1.97
hold_viol = 0

[synth]
avgSynthCellArea_um2 = 10.4
ys.flops = 20
ys_warn_count = 0
synthFlopType = "edfxtp_1"
synth_seq_share = 0.486
ys_cells = 113
ys_types = 35
yosys_area_um2 = 1170
synth_cells = 113
edf_count = 17
netlist_area_um2 = 1170
ys_async_sr_fraction = 0

[pwr]
power.internal_mw = 0.618
p_seq_frac = 0.491
sw_frac_of_total = 0.289
totalPowerFinal_mw = 0.869
combPwrFrac = 0.223
vdd_ir_drop_max_mv = 0.120
power.leakage_nw = 0.476
power_density_nw_per_um2 = 606
clkPwrFrac = 0.286
p_sw_mw = 0.251

[critical_path]
path_class = "input pin to flip-flop"
reg2reg_slack_ns = 1.46
path_buffers = 2
critPathRequiredTime_ns = 3.15
crit_family = "buffers and inverters"
path_cells = "clkdlybuf4s50_1, nand2b_1, inv_1, nand2_1, o21ai_0"
path_max_fanout = 7
slowest_stage = "clkdlybuf4s50_1"
critPathCaptureType = "flip-flop"
critPathMaxStageDelay_ns = 0.51
worstSetupStartpointType = "input pin"
cp.arrival_ns = 1.92

[worst_hold_path]
hp-class = "flip-flop to flip-flop"

[detailed_routing]
wire_per_inst_um = 9.03
drc = 0
diodes = 0
vias_per_cell = 3.43
drt_iter0_markers = 55
dr.pass1.iters = 4
drt_wl_total_um = 2270
ant_nets = 0
dr_total_vias = 861

[clocking]
cts_buffer_depth = 2
clock_latency_ns = 0.26
post_cts_buffers = 0
root_buffer = "clkbuf_8"
numCtsBuffers = 3
path_clk_slew_ns = 0.08
cts_tree = "done"
ctsHtreeMaxLevel = 1
cts_sinks = 20
cts_hold_buf = 0
cts_resized = 0

[floorplan]
fp.dieArea_um2 = 14600
core_area_um2 = 9860
fp_util = 0.119
die-width_um = 121
std_cell_rows = 36
dieHeight_um = 121
ios = 5

[placed_design]
io_buffer_count = 4
place.gp.congestion = 0.795
place_area_um2 = 1360
dp_hpwl_um = 1750
dp_slack_ns = 0.972

[outcome]
status = "finished clean"

[global_routing]
grt_pass1_wl_um = 3930
grt_pass1_vias = 841
track_usage = 0.0315
grt_max_degree = 13
grt_overflow = 0
antenna_found_initial = 0

[final_layout]
fillers = 1100
drive_above_1_share = 0.0593
area_delta_synth_final_pct = 21.9
postLayoutCellArea_um2 = 1430

[flow_run]
cap_viol_max_count = 0
warning_count = 27
[through the flow]
stage / utilization / hold WS (ns) / instances
after floorplan: - / 0.464 / 113
after global routing: 0.145 / 0.513 / 251
after detailed placement: 0.138 / 0.478 / 247
after CTS: 0.145 / 0.495 / 251
after global placement: 0.138 / 0.479 / 247
final: 0.145 / 0.501 / 251
[power by group through the flow]
stage	registers [mW]	clock network, mW	logic, mW
after global routing	0.437	0.267	0.222
after CTS	0.425	0.254	0.195
final	0.427	0.249	0.194
[synthesized netlist by cell type (all sizes together), types with 2 or more instances]
cell,instances,area (µm²)
edfxtp,17,510
nand2,17,63.8
o21ai,16,80.1
inv,9,33.8
nand2b,7,43.8
nor2,6,22.5
ha,5,62.6
o311ai,4,35.0
dfxtp,3,60.1
buf,2,16.3
mux4,2,52.6
nor2b,2,12.5
o211ai,2,15.0
o21a,2,15.0
[area by class of cell]
class	instances	area, µm²	area share
Tap cell	133	166	0.116
Multi-Input combinational cell	81	551	0.384
Inverter	9	33.8	0.0236
Clock inverter	1	30.0	0.0210
Clock buffer	3	41.3	0.0288
Sequential cell	20	571	0.398
Timing Repair Buffer	4	40.0	0.0279
[sequential cells by signal, summed over array words and instances, names as in the netlist]
name and cells:
c1 4, c2 4, miso 1, r1 8
state 3
[cells by family after synthesis]
| logic type | Yosys count | share of synthesized area |
|---|---|---|
| simple gates | 39 | 0.171 |
| compound gates | 33 | 0.182 |
| flops | 20 | 0.486 |
| buf+inv | 12 | 0.0458 |
| fa+ha+maj | 5 | 0.0532 |
| mux | 3 | 0.0543 |
| xor+xnor | 1 | 0.00746 |
[layout by cell type (no fill, tap or decap), types with 2 or more instances in the layout]
cell             instances
nand2b_1                 7
ha_1                     5
mux4_1                   2
o21ai_0                 15
clkdlybuf4s50_1          4
dfxtp_1                  3
o311ai_0                 4
clkbuf_8                 3
o211ai_1                 2
o21a_1                   2
nand2_1                 17
edfxtp_1                17
nor2b_1                  2
nor2_1                   6
inv_1                    9
[worst paths after layout]
kind / depth (start not counted) / endpoint / from
max: 5 / r1[4] / ssel
min: 2 / state[1] / state[0]
max reg2reg: 5 / c2[1] / c2[1]
min reg2reg: 2 / state[1] / state[0]
[worst register-to-register path: stages (launching register included)]
cell and delay, ns:
edfxtp_1 0.54, and3_1 0.25, ha_1 0.29, nand2b_1 0.17, nor2_1 0.18, nor2b_1 0.07
[per-layer routing]
layer | GRT usage | wire length, µm
met1 | 0.0425 | 1090
met2 | 0.0486 | 1020
met5 | 0 | 0
met3 | 0.0113 | 159
met4 | 0.00452 | 0
